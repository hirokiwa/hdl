## design/flow/design.v

```verilog
module mult4s1(ck, res, start, done, a, b, p);
    input ck;        
    input res;       
    input start;     
    output done;     
    input [3:0] a, b;
    output [7:0] p;
    reg done;
    reg [7:0] p;
    reg state;
    reg [7:0] a_reg;     
    reg [3:0] b_reg;     
    reg [1:0] cnt;       
    parameter   S0 = 1'b0,   
                S1 = 1'b1;   
    always @(posedge ck) begin
        if (res == 1'b1)
            state <= S0;
        else
            case (state)
                S0: begin
                    done <= 1'b0;
                    p <= 8'h00;
                    cnt <= 2'b00;
                    a_reg <= a;
                    b_reg <= b;
                    if (start == 1)
                        state <= S1;
                    else
                        state <= S0;
                end
                S1: begin
                    p <= p + (a_reg & { 8{b_reg[0]} });
                    a_reg <= {a_reg[6:0], 1'b0};
                    b_reg <= {1'b0, b_reg[3:1]};
                    cnt <= cnt + 2'b01;
                    if (cnt == 2'b11) begin
                        done <= 1'b1;
                        state <= S0;
                    end
                    else
                        state <= S1;
                end
                default:
                    state <= S0;
            endcase
    end
endmodule
```

## design/flow/run.sh

```bash
#!/bin/bash
# OpenROAD 26Q1-2900-gdf79404cd8, Yosys 0.63+post, stock flow scripts
make -C /OpenROAD-flow-scripts/flow DESIGN_CONFIG=/design/flow/config.mk WORK_HOME=/design/flow/orfs finish
```

## design/flow/config.mk

```make
export PLATFORM = sky130hd
export DESIGN_NAME = mult4s1
export DESIGN_NICKNAME = mult4s1
export VERILOG_FILES = /design/flow/design.v
export SDC_FILE = /design/flow/constraint.sdc
export NUM_CORES = 4
export LEC_CHECK = 1
export CORE_UTILIZATION = 30
```

## design/flow/constraint.sdc

```tcl
current_design mult4s1

set clk_period 2.7
set clk_io_pct 0.2

create_clock -name clk0 -period $clk_period [get_ports {ck}]

set non_clock_inputs [all_inputs -no_clocks]
set_input_delay [expr $clk_period * $clk_io_pct] -clock clk0 $non_clock_inputs
set_output_delay [expr $clk_period * $clk_io_pct] -clock clk0 [all_outputs]
```

==> results_slide.txt <==
Key Metrics from the Run

Finish
  • Sequential Area: 711 µm²
  • Final core occ: 39.8%
  • Area Overhead vs Synth: 26.0%
  • # fillers: 387
  • Share of layout cells above drive strength 1: 10.2%
  • Layout Cells excl Fill: 177
  • Logic cell area: 526 µm²

Final timing
  • Setup TNS: 0 ns
  • Unrepaired setup endpoints after global routing: false
  • Worst Tran Pin Value: 0.291 ns
  • Final slew viol count: 0
  • Final setup fails: 0
  • Final worst-path cycle share: 78.8%
  • Final Hold Fails: 0
  • Slew Limit Headroom: 80.4%
  • Fmax: 0.470 GHz
  • Post-Route Skew: 0.00257 ns
  • Tmin final: 2.13 ns

Yosys
  • Yosys stat cell total: 104
  • Synth cell types: 31
  • YS warnings: 1
  • Area share, top type: 54.2%
  • Synth Seq Share: 55.8%
  • Post-synthesis cell area: 1270 µm²
  • Mean post-synth cell area: 12.2 µm²
  • Synth Instances: 104
  • Flops out of synthesis: 24
  • Synth area leader: edfxtp_1
  • Post-synth ARST share: 0%
  • EDFF count, synth: 23
  • Top FF cell, synth: edfxtp_1
  • YS chip area: 1270 µm²
  • Biggest area cells: edfxtp_1 (54%), ha_1 (7.9%), and2_1 (5.9%)

Clocking
  • CTS tree: done
  • Resized Gates After CTS: 0
  • Root buf cell: clkbuf_8
  • Reg clk slew, reported paths: 0.09 ns
  • # Post-CTS Setup Buffers: 0
  • Total CTS buffers: 3
  • Clock latency (worst-skew pair): 0.26 ns
  • H-tree depth: 1
  • CTS Buffer Depth: 2
  • Num Clock Sinks: 24
  • CTS Hold Bufs: 0

Drt
  • Via density: 4.93
  • Ant diodes: 0
  • Routed Antenna Nets: 0
  • Post-DR wirelength/cell: 12.4 µm
  • Vias: 873
  • DR pass1 iterations: 4
  • Drt drc: 0
  • WL final: 2190 µm
  • Initial DRC count: 43

Floorplan
  • Die X: 67.2 µm
  • Core area: 4030 µm²
  • Die Y: 67.2 µm
  • Boundary Pins: 20
  • Row cnt: 23
  • Die area: 4510 µm²
  • Fp util: 31.6%

Global routing
  • Global Route Usage Sum: 11.3%
  • Overflow after GRT: 0
  • Largest net degree at the start of global routing: 23
  • Vias in the first global route: 850
  • Initial antenna violation count: 0
  • First-pass GRT wire length: 3720 µm

Critical path
  • Critical-path maximum fanout: 8
  • Worst Setup Start Kind: register
  • Reg2Reg Depth: 7
  • Kind of critical path: register to register
  • R2r setup slk: 0.57 ns
  • Crit. End Element: register
  • WP data arrival: 2.26 ns
  • Worst r2r src: b_reg[0]
  • CP required: 2.84 ns
  • Reg2reg end: p[7]

Job
  • Maximum capacitance violations: 0
  • Tool warnings: 25

Placement
  • HPWL after DPL: 1550 µm
  • Cells after DPL: 173
  • PortBufs: 19
  • GPL Wtd Cong: 0.881

Worst hold path
  • Hold Path Sink: b_reg[0]
  • Hold path start: b_reg[1]
  • Worst Hold Depth: 1
  • Hold Crit Class: register to register

Run status
  • Status: finished clean

Power and ir drop
  • PwrDens: 571 nW/µm²
  • Pleak: 0.625 nW
  • Worst ir drop on vdd: 0.335 mV
metrics by stage:
step	cell area [µm²]	hold slack [ns]	power [W]	worst slack, ns
after global routing	1610	0.582	0.000956	0.473
after detailed placement	1530	0.536	0.000613	0.626
after floorplan	1270	0.448	0.000551	0.832
after global placement	1530	0.531	0.000611	0.657
final	1610	0.556	0.000916	0.574
after CTS	1610	0.558	0.000927	0.576
worst max-delay path by stage:
stage	from	end	slack, ns	cells after the start
4_1_cts	b_reg[0]	p[7]	0.58	7
5_1_grt	b_reg[0]	p[7]	0.47	7
6_report	b_reg[0]	p[7]	0.57	7
placed cells by master (no fill, tap or decap), drive strengths merged, types with 2 or more instances in the layout:
| master | Yosys | routed |
|---|---|---|
| and2 | 12 | 12 |
| buf | 0 | 2 |
| clkdlybuf4s50 | 0 | 19 |
| nand2 | 4 | 4 |
| mux2 | 6 | 6 |
| nor2 | 4 | 4 |
| a21oi | 5 | 5 |
| inv | 8 | 8 |
| nor3 | 5 | 5 |
| a211oi | 2 | 2 |
| nand3 | 2 | 2 |
| clkbuf | 2 | 3 |
| ha | 8 | 8 |
| o21ai | 2 | 2 |
| o31ai | 2 | 2 |
| nor2b | 4 | 4 |
| edfxtp | 23 | 23 |
| o21a | 2 | 2 |
cell type report:
cell class,count,area share [%]
Inverter,8,1.87
Sequential cell,24,44.3
Clock inverter,1,1.87
Tap cell,50,3.90
Clock buffer,3,2.57
Multi-Input combinational cell,70,32.7
Timing Repair Buffer,21,12.8
worst max-delay path, stage by stage, from the launching register on:
cell	delay (ns)
edfxtp_1	0.48
nand2_1	0.15
inv_1	0.05
ha_1	0.30
a211oi_2	0.33
nor3_1	0.12
or4_1	0.49
nand2_1	0.07
metal layers:
metal  up-vias  share of wire (%)  track usage, %
met1       399                 50            18.1
met2        37                 43            16.4
met4         0               0.69           0.798
li1        433                  -               -
met5         -                  0               0
met3         4                6.4            3.60
power breakdown:
part / switching (W) / internal, W
Combinational: 0.0000687 / 0.0000793
Sequential: 0.0000141 / 0.000442
Clock: 0.000114 / 0.000198
cell families after synthesis:
| family | Yosys count | synth area share [%] |
|---|---|---|
| buffers and inverters | 10 | 2.95 |
| AOI/OAI and AO/OA | 19 | 10.4 |
| xor gates and xnor gates | 1 | 0.688 |
| adders and majority gates | 9 | 9.43 |
| and+or+nand+nor | 34 | 14.6 |
| DFF | 24 | 55.8 |
| muxes | 7 | 6.09 |
synthesized netlist by cell type, types with 2 or more instances:
cell,n
inv_1,8
o21a_1,2
mux2_2,6
o31ai_1,2
edfxtp_1,23
nand2_1,4
nor2_1,4
clkbuf_1,2
ha_1,8
nor2b_1,4
and2_1,12
nand3_1,2
a21oi_1,5
nor3_1,5
Power figures rest on the tool's default switching activity, not on a simulated workload.
