### flow/config.mk
export PLATFORM = sky130hd
export DESIGN_NAME = mult4s2
export DESIGN_NICKNAME = mult4s2
export VERILOG_FILES = /design/flow/design.v
export SDC_FILE = /design/flow/constraint.sdc
export NUM_CORES = 4
export LEC_CHECK = 1
export CORE_AREA = 10 10 103 103
export DIE_AREA = 0 0 113 113
### flow/constraint.sdc
current_design mult4s2

set clk_period 1.7
set clk_io_pct 0.2

create_clock -name clk0 -period $clk_period [get_ports {ck}]

set non_clock_inputs [all_inputs -no_clocks]
set_input_delay [expr $clk_period * $clk_io_pct] -clock clk0 $non_clock_inputs
set_output_delay [expr $clk_period * $clk_io_pct] -clock clk0 [all_outputs]
### flow/design.v
module mult4s2(ck, res, start, done, a, b, p);
    input ck;        
    input res;       
    input start;     
    output done;     
    input [3:0] a, b;
    output [7:0] p;
    reg done;
    reg [7:0] p;
    reg state;
    reg [3:0] a_reg;     
    reg [3:0] b_reg;     
    reg [1:0] cnt;       
    parameter   S0 = 1'b0,   
                S1 = 1'b1;   
    always @(posedge ck) begin
        if (res == 1'b1)
            state <= S0;
        else
            case (state)
                S0: begin
                    done <= 1'b0;
                    p <= 8'h00;
                    cnt <= 2'b00;
                    a_reg <= a;
                    b_reg <= b;
                    if (start == 1)
                        state <= S1;
                    else
                        state <= S0;
                end
                S1: begin
                    p[7:3] <= p[7:4] + (a_reg & { 4{b_reg[0]} });
                    p[2:0] <= p[3:1];
                    b_reg <= {1'b0, b_reg[3:1]};
                    cnt <= cnt + 2'b01;
                    if (cnt == 2'b11) begin
                        done <= 1'b1;
                        state <= S0;
                    end
                    else
                        state <= S1;
                end
                default:
                    state <= S0;
            endcase
    end
endmodule
### flow/run.sh
#!/bin/bash
# OpenROAD 26Q1-2900-gdf79404cd8, Yosys 0.63+post, stock flow scripts
make -C /OpenROAD-flow-scripts/flow DESIGN_CONFIG=/design/flow/config.mk WORK_HOME=/design/flow/orfs finish
==> impl_metrics.yaml <==
# synthesis and place-and-route metrics
sta:
  tightest_slew_ps: 393
  final.setup.worst_slack_ps: 77.6
  hold_viol_final: 0
  period_needed_ps: 1620
  finalSetupTns_ps: 0
  rsz0062_at_grt: "false"
  setup_viol: 0
  finalCritPeriodShare_pct: 95.4
  maxSlewHeadroom_pct: 73.7
  slew_violations: 0
  finClkSkew_ps: 5.11
  max_freq_ghz: 0.616
place:
  gp_congestion: 0.699
  portBuffers: 19
  post_dp_cell_area_sq_um: 1250
  dp_hpwl_um: 1430
  dp_slack_ps: 43.5
hold_path:
  hp-class: "reg -> reg"
power:
  p_sw_share_pct: 20.7
  peakVddDrop_uv: 250
  seq_power_share_pct: 57.2
  pwr_density_cell_nw_per_um2: 805
  power.internal_mw: 0.831
  combPwrFrac_pct: 13.4
  power_switching_mw: 0.216
  clock_power_share_pct: 29.4
  p_leak_nw: 0.469
detailed_routing:
  antenna_left: 0
  wl_per_cell_um: 9.33
  drt_pass1_iterations: 4
  antenna-diode-count: 0
  vias: 508
  drc: 0
  drtIter0Drc: 41
  viasPerCell: 2.67
  wl_um: 1770
setup_path:
  worst_ep_arrival_time_ps: 1640
  worstPathRequired_ps: 1720
  crit_buf_inv: 1
  critPathLaunchType: "flip-flop"
  crit_type: "reg -> reg"
  crit_chain: "and2_4 -> ha_2 -> inv_2 -> fa_2 -> nor2b_4 -> o21a_1 -> o21a_1"
  crit_path_max_fanout: 4
  critical-path-top-delay-family: "flip-flops"
  path_common_cell: "o21a_1"
  cp-end-kind: "flip-flop"
  critical_path.max_stage_delay_ps: 420
  cp_slowest_cell: "edfxtp_1"
synthesis:
  ys_types: 20
  ys.flop_type: "edfxtp_1"
  topCellsByArea: "edfxtp_1, ha_1, and2_1, mux2_2, nor2b_1"
  postSynth.asyncResetShare_pct: 0
  synthCells: 62
  yosysChipArea_sq_um: 918
  ys_seq_share_pct: 64.3
  avgSynthCellArea_sq_um: 14.8
  synth_area_sq_um: 918
  yosysWarnings: 1
  post-synth-top-area-cell: "edfxtp_1"
  ys.flops: 20
  ys_cells: 62
  synth-edff-count: 19
  netlist.area_leader.share_pct: 62.1
grt:
  grt.overflow.total: 0
  grt_max_degree: 13
  track_usage_pct: 2.89
  grt_pass1_wl_um: 2970
  grt_pass1_vias: 560
  antenna_found_initial: 0
finish:
  design_area_sq_um: 1300
  layout_top_cells: "edfxtp_1, clkdlybuf4s50_1, and2_1"
  syn_to_final_growth_pct: 41.7
  largest_reg_flops: 8
  fillers: 914
  drive_gt1_share_pct: 16.5
cts:
  root_buffer: "clkbuf_8"
  htreeDepth: 1
  clkSinkCount: 20
  cts-buffers-inserted: 3
  path_clk_slew_ps: 70
  clk_latency_ps: 250
  cts_buffer_depth: 2
  cts_tree: "yes"
  cts_setup_buffers: 0
job:
  warnings: 25
  drv_cap: 0
status:
  status: "completed"
die:
  die_y_um: 113
  num_io_pins: 20
  fp-row-count: 33
  die-width_um: 113
  chipArea_sq_um: 12800
  fp_util_pct: 11.1
  coreArea_sq_um: 8300
-- power groups by stage --
stage | clock [mW] | sequential [mW] | combinational [mW]
final | 0.308 | 0.599 | 0.140
after CTS | 0.324 | 0.599 | 0.142
after global routing | 0.347 | 0.604 | 0.160
-- cells in the mapped netlist, types with 2 or more instances --
master and number:
nor2_1 2, nand2_1 2, o21a_1 2, nor2b_1 4, edfxtp_1 19, ha_1 5, mux2_2 3, and2_1 8
mux2i_1 2, inv_1 5
-- final timing paths --
path	startpoint	to	slack, ps	cells after the start
setup / recovery	b_reg[0]$_DFFE_PN_	p[7]$_SDFFCE_PN0N_	80	7
hold / removal	b_reg[2]$_DFFE_PN_	b_reg[1]$_DFFE_PN_	550	1
setup reg to reg	b_reg[0]$_DFFE_PN_	p[7]$_SDFFCE_PN0N_	80	7
hold reg to reg	b_reg[2]$_DFFE_PN_	b_reg[1]$_DFFE_PN_	550	1
-- cell type report --
class / instances / area (sq um) / share of cell area [%]
multi-input combinational: 35 / 298 / 22.9
clock buffer: 3 / 41.3 / 3.17
clock inverter: 1 / 3.75 / 0.288
timing repair buffer: 21 / 218 / 16.7
inverter: 5 / 18.8 / 1.44
sequential: 20 / 591 / 45.4
tap: 105 / 131 / 10.1
-- stage by stage --
stage	std cells	utilization [%]	hold slack [ps]	total power, mW
after global placement	186	15.0	524	0.751
after floorplan	62	-	412	0.674
final	190	15.7	550	1.05
after detailed placement	186	15.0	537	0.752
after CTS	190	15.6	544	1.07
after global routing	190	15.7	577	1.11
-- routing by layer --
metal  up-vias  GRT usage, %  routed length (um)
met2        26          3.73                 705
met5         -             0                   0
met3         2          1.98                 221
li1        259             -                   -
met1       221          3.98                 827
met4         0         0.338                  19
-- logic make-up (layout without fill, tap and decap cells) --
| group | Yosys count | count (layout) | share of synthesized area [%] |
|---|---|---|---|
| adder cells (fa/ha/maj) | 6 | 6 | 8.99 |
| AND/OR/NAND/NOR | 19 | 19 | 12.8 |
| multiplexers | 5 | 5 | 5.86 |
| flip-flops | 20 | 20 | 64.3 |
| AND-OR/OR-AND | 5 | 5 | 3.95 |
| buffers and inverters | 7 | 30 | 4.09 |
-- timing repair --
action | CTS | global route
setup endpoints to repair | 0 | 2
hold buffers | 0 | 0
resized | 0 | 4
No activity file was given, so power comes from the tool's default toggle rates.
