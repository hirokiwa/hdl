==> flow/design.v <==
module right_rotation (din, s, dout);
    input [7:0] din;
    input [2:0] s;
    output [7:0] dout;
    function [7:0] select;
        input [7:0] din;
        input [2:0] s;
            case(s)
                3'h0:   select = din;
                3'h1:   select = {din[0], din[7:1]};
                3'h2:   select = {din[1:0], din[7:2]};
                3'h3:   select = {din[2:0], din[7:3]};
                3'h4:   select = {din[3:0], din[7:4]};
                3'h5:   select = {din[4:0], din[7:5]};
                3'h6:   select = {din[5:0], din[7:6]};
                3'h7:   select = {din[6:0], din[7]};
                default: select = 8'bxxxxxxxx;
            endcase    
    endfunction
    assign dout = select(din, s);
endmodule
==> flow/run.sh <==
#!/bin/bash
# OpenROAD 26Q1-2900-gdf79404cd8, Yosys 0.63+post, stock flow scripts
make -C /OpenROAD-flow-scripts/flow DESIGN_CONFIG=/design/flow/config.mk WORK_HOME=/design/flow/orfs finish
==> flow/config.mk <==
export PLATFORM = sky130hd
export DESIGN_NAME = right_rotation
export DESIGN_NICKNAME = right_rotation
export VERILOG_FILES = /design/flow/design.v
export SDC_FILE = /design/flow/constraint.sdc
export NUM_CORES = 4
export LEC_CHECK = 1
export CORE_AREA = 10 10 70 70
export DIE_AREA = 0 0 80 80
==> flow/constraint.sdc <==
current_design right_rotation

set clk_period 2.1
set clk_io_pct 0.2

create_clock -name clk0 -period $clk_period

set non_clock_inputs [all_inputs -no_clocks]
set_input_delay [expr $clk_period * $clk_io_pct] -clock clk0 $non_clock_inputs
set_output_delay [expr $clk_period * $clk_io_pct] -clock clk0 [all_outputs]
==> notes.md <==
Notes on the physical implementation.

- The run finished with clean final reports.
- The floorplan row count is 21, for reference.
- The largest area contributor in the synthesized netlist is sky130_fd_sc_hd__mux2i_1, for reference.
- The worst setup path is captured at an output port.
- The maximum fanout encountered on the critical timing path is 5, for reference.
- Summing all flip-flop and latch instances after layout gives 0 um^2.
- At the end of routability-driven placement, the weighted congestion stood at between 0.8 and 0.9.
- The wire-length estimate of the detail-placed layout is between 1.5 and 2 mm.
- In the Yosys report the total cell count is about 80.
- The initial antenna violation count came to 0.
- Note that the worst hold path type here is input port to output port.
- The number of global-route vias before repair came to between 800 and 900.
- The transition time at the pin with the least slew margin is ~250 ps, for reference.
- The number of filler instances in the final layout is 309, for reference.
- The worst-case hold path end point is dout[6], for reference.
- The layout summary lists the proportion of cells stronger than drive strength 1 as approximately three fifths.
- The maximum VDD drop is 0.0000716 V, for reference.
- The synthesized netlist occupies a cell area of 584 um^2.
- The largest net degree at the start of global routing is 13, for reference.
- The number of library cell types mapped by synthesis is 30, for reference.
- Global routing consumed, over all layers together, ~8.3% of the routing resources.
- At the placement stage, the worst setup path has a slack of -528 ps.
- The worst setup path is launched from an input port.
- After detailed routing, the average wire length per cell comes to about 17 um.
- The final antenna-violating net count is 0, for reference.
- The area taken by multi-input combinational cells is reported as around 620 um^2.
- The design has 0 sequential cells.
- Endpoints failing hold in the final report were tallied at 0.
- The clock buffer count in the final layout is 0, for reference.
- The chip height is approximately 80 um, for reference.
- The die width is roughly 80 um, for reference.
- In this run the most critical hold path is launched from din[6].
- The signed area change from the synthesized netlist to the final layout is 114%, for reference.
- The count of boundary I/O pins is 19, for reference.
- The total of max-cap violations is 0, for reference.
- The yosys warning tally is 1, for reference.
- The post-route clock period utilization is between 90% and 100%, for reference.
- The worst hold path was traced through 3 stages.
- Headroom to the max-slew limit came out at between 80% and 90%.
- The instance tally after logic synthesis is about 80, for reference.
- The detailed router reported a total wirelength of roughly 2.8 mm.
- The overall chip area is approximately 6400 um^2, for reference.
- The power per standard cell area is around 230 nW/um^2, for reference.
- Sequential elements use 0% of the synthesized area.
- Setup repair after global routing left no endpoint under its margin.
- The final report lists the setup-violating endpoint count as 0.
- Summed over all layers, the global routing overflow is 0.
- The area share of the leading cell type in the synthesized netlist is between 10% and 20%, for reference.
- The number of buffers inserted by port buffering is 19, for reference.
- The leakage power is around 0.5 nW, for reference.
- The critical setup path kind is input port to output port, for reference.
- The final timing report lists a max-slew violation count of 0.
- The first-pass GRT wire length is 4.48 mm, for reference.
- The sum of negative setup slack is 0 ps, for reference.
- Before antenna repair, the detailed router went through 4 iterations.
- For this run, the share of the core covered by cells in the final layout is a little over a third.
- The detailed router's first-iteration violation count is slightly below 60, for reference.
- The logs give a warning total of 33.
- According to the timing report, the arrival time at the worst endpoint equals ~1600 ps.
- The required arrival time at the worst endpoint is approximately 1700 ps, for reference.
- Ranked by total cell area, the synthesized netlist is headed by sky130_fd_sc_hd__mux2i_1 (14%), sky130_fd_sc_hd__buf_6 (13%), sky130_fd_sc_hd__a211oi_1 (7.7%), sky130_fd_sc_hd__a21oi_1 (6.0%), sky130_fd_sc_hd__o22a_1 (6.0%).
- The top achievable clock speed is ~500 MHz, for reference.
- The core area is 3420 um^2, for reference.
- The worst setup slack after layout is approximately 76 ps, for reference.
- The final antenna diode tally reported by the flow is 0.
- The post-route worst hold slack is about 1300 ps, for reference.
- The clock period could shrink to roughly 2000 ps.
- Post-synthesis, Yosys gives the total cell area as 584 um^2.
- The floorplan step records an initial core utilization of approximately 17%.
- Per the post-synthesis stats, the area per cell is approximately 7.3 um^2.
- The final route contains ~860 vias.
- The final power report lists total power as 283 uW.
- After detailed routing, the number of remaining DRC violations is 0.
- The post-detailed-route via-to-cell ratio is 5.00, for reference.
-- layout make-up --
| class | instances | share of cell area, % |
|---|---|---|
| inverters | 1 | 0.300 |
| well taps | 46 | 4.60 |
| repair buffers | 55 | 45.2 |
| multi-input cells | 69 | 49.9 |
-- cells by family (layout without fill, tap and decap cells) --
| logic type | count (synthesis) | count (layout) | share of synthesized area, % |
|---|---|---|---|
| AOI/OAI and AO/OA | 34 | 34 | 40.5 |
| muxes | 11 | 11 | 21.4 |
| buffers and inverters | 11 | 56 | 17.1 |
| and+or+nand+nor | 24 | 24 | 21.0 |
-- stage by stage --
step | cell area, um^2 | cells
after floorplan | 584 | 80
after global placement | 883 | 153
after detailed placement | 883 | 153
after CTS | 1150 | 168
after global routing | 1250 | 171
final | 1250 | 171
-- critical path, stage by stage --
cell and delay [ps]:
sky130_fd_sc_hd__buf_4 120, sky130_fd_sc_hd__buf_6 120, sky130_fd_sc_hd__or3_4 420, sky130_fd_sc_hd__buf_6 150
sky130_fd_sc_hd__o22a_1 190, sky130_fd_sc_hd__clkdlybuf4s15_1 180
-- metal layers --
layer	global-route usage (%)	vias up	routed length (um)
met4	0.352	0	42
met1	12.5	410	1410
met3	0.455	6	154
li1	-	403	-
met5	0	-	0
met2	13.2	36	1230
-- timing repair --
action	CTS	global route
cloned	3	0
endpoints found under the setup margin	8	7
buffers inserted	13	3
gates resized	85	23
pin swaps	21	12
hold buffers	0	0
hold endpoints to repair	0	0
-- synth_stat cells --
cell type                  count
sky130_fd_sc_hd__nand3_1       1
sky130_fd_sc_hd__o22a_1        4
sky130_fd_sc_hd__o221ai_1      1
sky130_fd_sc_hd__o22ai_1       1
sky130_fd_sc_hd__mux2i_1       8
sky130_fd_sc_hd__o32a_1        2
sky130_fd_sc_hd__a211oi_1      6
sky130_fd_sc_hd__nand2b_1      3
sky130_fd_sc_hd__a31oi_1       2
sky130_fd_sc_hd__mux4_2        1
sky130_fd_sc_hd__buf_6         7
sky130_fd_sc_hd__buf_4         1
sky130_fd_sc_hd__or3_4         1
sky130_fd_sc_hd__nor3b_1       2
sky130_fd_sc_hd__nor2_1        8
sky130_fd_sc_hd__o21ai_1       1
sky130_fd_sc_hd__nor3_1        1
sky130_fd_sc_hd__o211ai_1      2
sky130_fd_sc_hd__mux2_1        1
sky130_fd_sc_hd__a41oi_1       1
sky130_fd_sc_hd__mux2_2        1
sky130_fd_sc_hd__o21ai_0       5
sky130_fd_sc_hd__a22oi_1       1
sky130_fd_sc_hd__a21oi_1       7
sky130_fd_sc_hd__nor2_2        1
sky130_fd_sc_hd__buf_2         2
sky130_fd_sc_hd__a211oi_2      1
sky130_fd_sc_hd__inv_2         1
sky130_fd_sc_hd__nand2_1       5
sky130_fd_sc_hd__nor2b_1       2
-- placed cells by master (no fill, tap or decap), drive strengths merged --
cell and instances:
a211oi 7, a21oi 7, a22oi 1, a31oi 2
a41oi 1, buf 43, bufbuf 1, clkbuf 2
clkdlybuf4s15 6, dlygate4sd2 2, dlymetal6s2s 1, inv 1
mux2 2, mux2i 8, mux4 1, nand2 5
nand2b 3, nand3 1, nor2 9, nor2b 2
nor3 1, nor3b 2, o211ai 2, o21ai 6
o221ai 1, o22a 4, o22ai 1, o32a 2
or3 1
-- power by group --
part	internal [mW]	leakage, nW	switching [mW]
Combinational	0.163	0.513	0.120
Clock	0	0	0
Sequential	0	0	0
Total	0.163	0.513	0.120
-- how the worst max path moves through the flow --
stage,endpoint,depth (start not counted),start
final,dout[0],6,s[1]
after global routing,dout[2],8,s[0]
after CTS,dout[0],6,s[0]
No activity file was given, so power comes from the tool's default toggle rates.
